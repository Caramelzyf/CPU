<file path="flow/config.mk">
export PLATFORM = sky130hd
export DESIGN_NAME = seg7x16
export DESIGN_NICKNAME = seg7x16
export VERILOG_FILES = /design/flow/design.v
export SDC_FILE = /design/flow/constraint.sdc
export NUM_CORES = 4
export LEC_CHECK = 1
export CORE_UTILIZATION = 50
</file>
<file path="flow/design.v">
`timescale 1ns / 1ps
module seg7x16(
  input clk,
  input rst,
  input cs,
  input [31:0] i_data,
  output [7:0] o_seg,
  output [7:0] o_sel
    );
   reg [14:0] cnt;
   always @ (posedge clk, posedge rst)
      if (rst)
        cnt <= 0;
      else
        cnt <= cnt + 1'b1;
    wire seg7_clk = cnt[14]; 
  reg [2:0] seg7_addr;
  always @ (posedge seg7_clk, posedge rst)
    if(rst)
      seg7_addr <= 0;
    else
      seg7_addr <= seg7_addr + 1'b1;
  reg [7:0] o_sel_r;
  always @ (*)
    case(seg7_addr)
      7 : o_sel_r = 8'b01111111;
      6 : o_sel_r = 8'b10111111;
      5 : o_sel_r = 8'b11011111;
      4 : o_sel_r = 8'b11101111;
      3 : o_sel_r = 8'b11110111;
      2 : o_sel_r = 8'b11111011;
      1 : o_sel_r = 8'b11111101;
      0 : o_sel_r = 8'b11111110;
    endcase
  reg [31:0] i_data_store;
  always @ (posedge clk, posedge rst)
    if(rst)
      i_data_store <= 0;
    else if(cs)
      i_data_store <= i_data;
  reg [7:0] seg_data_r;
  always @ (*)
    case(seg7_addr)
      0 : seg_data_r = i_data_store[3:0];
      1 : seg_data_r = i_data_store[7:4];
      2 : seg_data_r = i_data_store[11:8];
      3 : seg_data_r = i_data_store[15:12];
      4 : seg_data_r = i_data_store[19:16];
      5 : seg_data_r = i_data_store[23:20];
      6 : seg_data_r = i_data_store[27:24];
      7 : seg_data_r = i_data_store[31:28];
    endcase
  reg [7:0] o_seg_r;
  always @ (posedge clk, posedge rst)
    if(rst)
      o_seg_r <= 8'hff;
    else
      case(seg_data_r)
          4'h0 : o_seg_r <= 8'hC0;
          4'h1 : o_seg_r <= 8'hF9;
          4'h2 : o_seg_r <= 8'hA4;
          4'h3 : o_seg_r <= 8'hB0;
          4'h4 : o_seg_r <= 8'h99;
          4'h5 : o_seg_r <= 8'h92;
          4'h6 : o_seg_r <= 8'h82;
          4'h7 : o_seg_r <= 8'hF8;
          4'h8 : o_seg_r <= 8'h80;
          4'h9 : o_seg_r <= 8'h90;
          4'hA : o_seg_r <= 8'h88;
          4'hB : o_seg_r <= 8'h83;
          4'hC : o_seg_r <= 8'hC6;
          4'hD : o_seg_r <= 8'hA1;
          4'hE : o_seg_r <= 8'h86;
          4'hF : o_seg_r <= 8'h8E;
      endcase
  assign o_sel = o_sel_r;
  assign o_seg = o_seg_r;
endmodule
</file>
<file path="flow/constraint.sdc">
current_design seg7x16

set clk_period 3.4
set clk_io_pct 0.2

create_clock -name clk0 -period $clk_period [get_ports {clk}]

set non_clock_inputs [all_inputs -no_clocks]
set_input_delay [expr $clk_period * $clk_io_pct] -clock clk0 $non_clock_inputs
set_output_delay [expr $clk_period * $clk_io_pct] -clock clk0 [all_outputs]
</file>
<file path="flow/run.sh">
#!/bin/bash
# OpenROAD 26Q1-2900-gdf79404cd8, Yosys 0.63+post, stock flow scripts
make -C /OpenROAD-flow-scripts/flow DESIGN_CONFIG=/design/flow/config.mk WORK_HOME=/design/flow/orfs finish
</file>
==> flow report <==
ROUTE
------------------------------------------------------------------------------------
Antenna diodes ........................................................            0
Vias ..................................................................         1760
Via density per instance ..............................................        5.285
Drt first-iter violations .............................................           48
First-pass iteration count of the detailed router .....................            4
Tally of nets with antenna violations remaining after routing .........            0
Wire length on met2 ...................................................      2167 um
Final Routed Wirelength ...............................................      4789 um
DR DRC count ..........................................................            0
Average wire length per cell after detail routing .....................     14.38 um
Amount of wire on met3 after detailed routing .........................       184 um
Top routing layer in use ..............................................         met4
Routed length on met1 .................................................      2335 um

FLOORPLANNING
------------------------------------------------------------------------------------
Die outline area ......................................................    5678 um^2
Width of the chip .....................................................     75.35 um
Die Y .................................................................     75.35 um
Count of boundary I/O pins ............................................           51
Core Util at FP .......................................................       52.34%
Placeable core region .................................................    5140 um^2
Number of rows in the core area .......................................           26

SYNTHESIS
------------------------------------------------------------------------------------
Count of cell types in the netlist ....................................           47
Mapped Area ...........................................................    2690 um^2
Post-synth top flop ................................................... sky130_fd_sc_hd__dfrtp_1
Mapped Cells ..........................................................          215
Number of cells in the yosys synthesis report .........................          215
Average footprint of a synthesized cell ...............................   12.51 um^2
Number of flip-flops and latches in the synthesized netlist ...........           57
Number of enable flip-flop cells ......................................            0
Synth Seq Share .......................................................       53.35%
Synth warn ............................................................            1
Area of the synthesized netlist per yosys stat ........................    2690 um^2
Share of flip-flops with an asynchronous set or reset after synthesis .       100.0%

CLOCK TREE
------------------------------------------------------------------------------------
Hold buffers post-CTS .................................................            0
Number of clock buffers inserted by TritonCTS .........................            5
TritonCTS clock tree ..................................................         done
PostCTS Resize Cnt ....................................................            0
Clock latency reported for the late side of the worst-skew pair .......      0.30 ns
Clock transition at the registers of the reported paths ...............      0.10 ns
Master cell of the clock root buffer .................................. sky130_fd_sc_hd__clkbuf_8
H-tree depth ..........................................................            2
Buffer count from post-CTS setup fixing ...............................            0
Number of buffers between clock root and the deepest sink .............            2

FINAL TIMING
------------------------------------------------------------------------------------
Endpoints left unconstrained ..........................................           11
Worst clock skew ......................................................  0.007065 ns
Final worst-path cycle share ..........................................       61.50%
Final Hold Vio Count ..................................................            0
Setup repair after global routing missed its margin ...................           no
Relative slew slack ...................................................       52.66%
Final-report setup violation count ....................................            0
Register pins left without a clock ....................................            3
Slew of the pin with the lowest slew margin ...........................    0.7091 ns
Total Negative Setup Slacks ...........................................         0 ns
Maximum frequency from static timing analysis .........................   0.4782 GHz
Number of max-slew violations in the final report .....................            0
Final worst path period need ..........................................     2.091 ns

SETUP PATH
------------------------------------------------------------------------------------
Crit path arrival time ................................................      2.32 ns
CP Data Required Time .................................................      3.63 ns
CP startpoint kind ....................................................         flop
Kind of critical path ................................................. flop to flop
Crit end category .....................................................         flop
Worst setup startpoint ................................................ i_data_store[21]$_DFFE_PP0P_
Critical path fanouts, max ............................................            8
Worst r2r src ......................................................... i_data_store[21]$_DFFE_PP0P_

GLOBAL ROUTE
------------------------------------------------------------------------------------
Global-route wire length before repair ................................      7734 um
Total global routing overflow .........................................            0
Gr usage total ........................................................       19.03%
Pin count of the biggest net entering global routing ..................           35
Vias in the first global route ........................................         1613
Number of antenna violations at the first check in global routing .....            0

FINISH
------------------------------------------------------------------------------------
Non-Filler Cell Area, Final ...........................................    3312 um^2
MI comb area ..........................................................    1145 um^2
Area growth, synth to finish ..........................................       23.12%
Core Util, Final ......................................................       64.44%
Number of filler cells placed in the layout ...........................          434
Total area of sequential cells ........................................    1435 um^2
Fraction of final layout cells sized beyond drive strength 1 ..........       23.19%

RUN
------------------------------------------------------------------------------------
Total tool warning count ..............................................           30
Number of maximum-capacitance constraint violations ...................            0

POWER AND IR DROP
------------------------------------------------------------------------------------
Net switching power ...................................................    0.2968 mW
IR drop worst, VDD ....................................................    0.2410 mV
Cell leakage power ....................................................     1.365 nW
Areal power density over the cells .................................... 381.5 nW/um^2
Switching share of power ..............................................       23.49%
Relative contribution of combinational cells to total power ...........        14.9%
Cell internal pwr .....................................................    0.9668 mW
Fraction of power consumed by sequential logic ........................        57.3%
Clock network power share .............................................        27.8%

MIN PATH
------------------------------------------------------------------------------------
Hold/Removal Path Class ............................................... flop to flop
Hold Startpoint ....................................................... cnt[6]$_DFF_PP0_

PLACED DESIGN
------------------------------------------------------------------------------------
GPL Wtd Cong ..........................................................       0.8078
Detailed placer's ending HPWL .........................................      3482 um
I/O Buffers ...........................................................           49
Placed Instance Area ..................................................    3222 um^2

RUN STATUS
------------------------------------------------------------------------------------
Outcome ...............................................................    completed

[power groups by stage]
stage         logic, mW  registers (mW)  clock network, mW
global route      0.209           0.732              0.394
CTS               0.191           0.725              0.368
finish            0.188           0.725              0.351
[critical path, stage by stage, from the launching register on]
cell,delay (ns)
sky130_fd_sc_hd__dfrtp_1,0.38
sky130_fd_sc_hd__mux2_2,0.26
sky130_fd_sc_hd__a221oi_1,0.44
sky130_fd_sc_hd__a31oi_2,0.28
sky130_fd_sc_hd__or4b_1,0.57
sky130_fd_sc_hd__o211ai_1,0.10
[through the flow]
step                      hold WS [ns]  instances  total power, mW  setup WS (ns)
after floorplan                 0.4342        215           0.8392          1.332
after global placement          0.4510        325           0.9260          1.342
after detailed placement        0.4527        325           0.9280          1.317
after CTS                       0.4690        333            1.284          1.270
after global routing            0.4857        333            1.335          1.194
final                           0.4676        333            1.264          1.309
[cell usage after synthesis, drive strengths merged (5+ instances only)]
cell     n  area [um^2]
nand3    9        45.04
clkbuf   5        18.77
dfrtp   50         1251
a31oi    5        58.80
dfstp    7        183.9
inv     11        41.29
xnor2   11        96.34
a22o     5        43.79
mux2    33        371.6
ha       7        87.58
buf      7        50.05
nand2   13        48.80
[per-layer routing]
layer  vias up  track usage [%]
li1        866                -
met1       842            33.16
met2        41            27.28
met3        11            2.949
met4         0            3.292
met5         -                0
[flip-flops by register name, indices dropped and copies added, names as in the netlist]
register	flops
seg7_addr	3
o_seg_r	7
i_data_store	32
cnt	15
[path summary, 6_finish.rpt]
| check | slack (ns) | endpoint | cells after the start |
|---|---|---|---|
| max | 1.31 | o_seg_r[0]$_DFFE_PP1P_ | 5 |
| min | 0.47 | cnt[6]$_DFF_PP0_ | 1 |
| max reg2reg | 1.31 | o_seg_r[0]$_DFFE_PP1P_ | 5 |
| min reg2reg | 0.47 | cnt[6]$_DFF_PP0_ | 1 |
| max in group asynchronous | 1.83 | cnt[14]$_DFF_PP0_ | 3 |
| min in group asynchronous | 0.80 | i_data_store[11]$_DFFE_PP0P_ | 2 |
[final cells by class]
| cell class | count | area share, % |
|---|---|---|
| flip-flops and latches | 57 | 43.33 |
| multi-input cells | 135 | 34.57 |
| well taps | 70 | 2.645 |
| clock buffers | 5 | 2.078 |
| inverters | 11 | 1.247 |
| clock inverters | 3 | 0.6422 |
| repair buffers | 52 | 15.49 |
[cell families after synthesis]
kind of cell / Yosys count / synth area share [%]
DFF: 57 / 53.35
muxes: 34 / 14.19
adders and majority gates: 8 / 3.628
xor gates and xnor gates: 15 / 4.883
AOI/OAI and AO/OA: 29 / 9.627
buffers and inverters: 23 / 4.093
other: 1 / 0.1394
and+or+nand+nor: 48 / 10.09
[layout by cell type, fill, tap and decap left out, types with 3 or more instances in the layout]
| cell | netlist | routed |
|---|---|---|
| sky130_fd_sc_hd__a22o_1 | 5 | 5 |
| sky130_fd_sc_hd__buf_4 | 1 | 3 |
| sky130_fd_sc_hd__clkbuf_8 | 0 | 5 |
| sky130_fd_sc_hd__clkdlybuf4s50_1 | 0 | 49 |
| sky130_fd_sc_hd__dfrtp_1 | 50 | 50 |
| sky130_fd_sc_hd__dfstp_2 | 7 | 7 |
| sky130_fd_sc_hd__ha_1 | 7 | 7 |
| sky130_fd_sc_hd__inv_1 | 11 | 10 |
| sky130_fd_sc_hd__mux2_2 | 33 | 33 |
| sky130_fd_sc_hd__nand2_1 | 13 | 13 |
| sky130_fd_sc_hd__nand3_1 | 9 | 9 |
| sky130_fd_sc_hd__nand4_1 | 4 | 4 |
| sky130_fd_sc_hd__nor2_1 | 4 | 4 |
| sky130_fd_sc_hd__nor3_1 | 4 | 4 |
| sky130_fd_sc_hd__o21ai_0 | 3 | 3 |
| sky130_fd_sc_hd__or4b_1 | 3 | 3 |
| sky130_fd_sc_hd__xnor2_1 | 11 | 11 |
| sky130_fd_sc_hd__xor2_1 | 4 | 4 |
Power is estimated from default activity; no workload was simulated.
