**run.sh**
```bash
#!/bin/bash
# OpenROAD 26Q1-2900-gdf79404cd8, Yosys 0.63+post, stock flow scripts
make -C /OpenROAD-flow-scripts/flow DESIGN_CONFIG=/design/flow/config.mk WORK_HOME=/design/flow/orfs finish
```
**config.mk**
```make
export PLATFORM = sky130hd
export DESIGN_NAME = Multi_CH32
export DESIGN_NICKNAME = Multi_CH32
export VERILOG_FILES = /design/flow/design.v
export SDC_FILE = /design/flow/constraint.sdc
export NUM_CORES = 4
export LEC_CHECK = 1
export CORE_AREA = 10 10 148 148
export DIE_AREA = 0 0 158 158
```
**constraint.sdc**
```tcl
current_design Multi_CH32

set clk_period 16.9
set clk_io_pct 0.2

create_clock -name clk0 -period $clk_period [get_ports {clk}]

set non_clock_inputs [all_inputs -no_clocks]
set_input_delay [expr $clk_period * $clk_io_pct] -clock clk0 $non_clock_inputs
set_output_delay [expr $clk_period * $clk_io_pct] -clock clk0 [all_outputs]
```
**design.v**
```verilog
`timescale 1ns / 1ps
module 		Multi_CH32(
              input clk,               
              input rst,               
              input EN,                
              input[5:0]  ctrl,        
              input[31:0] Data0,       
              input[31:0] data1,       
              input[31:0] data2,       
              input[31:0] data3,       
              input[31:0] data4,       
              input[31:0] data5,       
              input[31:0] data6,       
              input[31:0] data7,       
              input[31:0] reg_data,    
              output reg [31:0] seg7_data  
              );
  reg[31:0] disp_data = 32'hAA5555AA;  
  always @( * )
      casex(ctrl)  
         6'b000000: seg7_data = disp_data;
         6'b000001: seg7_data = data1;
         6'b000010: seg7_data = data2;
         6'b000011: seg7_data = data3;
         6'b000100: seg7_data = data4;
         6'b000101: seg7_data = data5;
         6'b000110: seg7_data = data6;
         6'b000111: seg7_data = data7;
         6'b001xxx: seg7_data = 32'hFFFFFFFF;
         6'b01xxxx: seg7_data = 32'hFFFFFFFF;
         6'b1xxxxx: seg7_data = reg_data;
      endcase
  always@(posedge rst, posedge clk )begin
    if (rst) 
      disp_data <= 32'hAA5555AA;
    else begin
      if(EN) 
        disp_data <= Data0;      
      else
        disp_data <= disp_data; 
    end
  end
endmodule
```
==> CHANGELOG.md <==
### Implementation results

* Status: finished clean
* Leak at 2.76 nW
* # Post-CTS Setup Buffers at 0
* Cell count after synthesis at 412
* Fin Setup TNS at 0 ns
* WP data required at 13.52 ns
* TritonCTS buffer count at 5
* Dominant cell area share at 0.168
* Clock Skew at 0 ns
* Worst hold margin at 0.508 ns
* Synthesis area per yosys at 0.00364 sq mm
* Cell variety after synth at 30
* Drt pass-1 iters at 4
* I/O pin count at 329
* Yosys cell count at 412
* Min-delay worst type: reg -> reg
* Die x size at 158 um
* Max Freq at 102 MHz
* Cts hold-fix bufs at 0
* Initial Util at 0.195
* Flip-flops with a built-in enable at 0
* Share of cells above drive strength 1 at 0.126
* Largest net degree at the start of global routing at 39
* Number of global-route vias before repair at 5058
* DR iter-0 viols at 192
* Startpoint Class: input port
* P per Cell Area at 45.3 mW/mm^2
* Max-slew violations at 0
* Top cells by count, synth: 61 x mux2i_1, 35 x mux2_2, 32 x nand2b_1, 32 x nor2_1, 32 x nor3_1
* Max cap viols at 0
* Critical Path End Type: output pin
* Critical path arrival at 6.38 ns
* Mean Syn Cell Area at 8.84 sq um
* Setup ws final at 7.14 ns
* Depth of the CTS H-tree at 2
* Latency at later pin at 0.28 ns
* Grt total ovfl at 0
* Count leader, synth: mux2i_1
* Crit Path Class: in -> out
* Clock Sinks at 32
* Peak fanout along the critical path at 34
* Routed wire per std cell at 22.9 um
* GP Congestion at 0.873
* Tool warning count at 25
* First-pass GRT wire length at 31200 um
* Placed Area at 0.00708 sq mm
* Place WS at 7.15 ns
* Synth Seq Share at 0.225
* Synth Cell Area at 0.00364 sq mm
* Initial antenna violation count at 0
* Die Ht at 158 um
* Fin. Hold Viols at 0
* Max-Slew Margin vs Limit at 0.427
* Reg with most FFs: disp_data
* Core ar. at 0.0187 sq mm
* Final period util at 0.578
* Synthesis-to-layout area growth at 98.4%
* GRT Overall Usage at 0.165
* Clk root buf: clkbuf_16
* RSZ-0062 raised after global routing: no
* Deepest clock path buffer count at 2
* Worst slew pin tran at 0.860 ns
* Clk pin slew, worst setup/hold paths at 0.05 ns
* Final instance area at 0.00722 sq mm
* Most used flip-flop cell: dfstp_2
* Die outline area at 0.0250 sq mm
* Port bufs at 328
* Min cycle time layout at 9.76 ns
* DR DRC count at 0
* Top cell by count, worst path: clkdlybuf4s50_1
* Cts repair resizes at 0
* Post-route ant nets at 0
* Seq cells post-synth at 32
* Cell type with the largest total area: mux2i_1
* Fill cell count at 1922
* Rows at 50
* Final Util at 0.386
* Diodes inserted at 0
* DP HPWL at 16400 um
* Synth area leaders: mux2i_1 17%, dfstp_2 12%, dfrtp_1 11%, mux2_2 11%, a221o_1 8.0%
* Slowest cell on crit path: or4_2
* Routed WL at 21700 um
* Async SR Flop Fraction at 1.00
* Largest register FFs at 32
* Via count at 4582
* CP max stage delay at 1.03 ns
* Final setup fails at 0
* CTS tree: yes
* DR vias/cell at 4.84
* Ys Warns at 1
* Biggest regs: disp_data: 32 flops
* Crit-path cells: clkdlybuf4s50_1 > or3_2 > buf_4 > or4_2 > o22a_1 > clkdlybuf4s50_1
* Max VDD drop at 0.0327 mV
-- path summary, 6_finish.rpt --
kind / slack, ns / endpoint / start / depth (start not counted)
max: 7.14 / seg7_data[8] / ctrl[5] / 6
min: 0.51 / disp_data[28] / disp_data[28] / 1
max reg2reg: 16.12 / disp_data[13] / disp_data[13] / 1
min reg2reg: 0.51 / disp_data[28] / disp_data[28] / 1
max in group asynchronous: 12.96 / disp_data[10] / rst / 3
min in group asynchronous: 3.27 / disp_data[0] / rst / 2
-- layer usage --
| metal | GRT usage | vias up | part of all wire |
|---|---|---|---|
| li1 | - | 2193 | - |
| met1 | 0.197 | 2150 | 0.40 |
| met2 | 0.294 | 227 | 0.50 |
| met3 | 0.0521 | 12 | 0.096 |
| met4 | 0.0185 | 0 | 0.011 |
| met5 | 0 | - | 0 |
-- layout by cell type (no fill, tap or decap), types with 12 or more instances in the layout --
cell type	n
a21oi_1	29
a221o_1	29
buf_4	12
clkdlybuf4s50_1	324
dfrtp_1	16
dfstp_2	16
mux2_2	35
mux2i_1	61
nand2b_1	32
nor2_1	32
nor3_1	32
o22a_1	29
o22ai_1	19
-- report_power, final --
group / switching (mW) / internal (mW) / leakage (nW)
Clock: 0.0341 / 0.0588 / 0.0712
Sequential: 0.00477 / 0.0873 / 0.355
Combinational: 0.0445 / 0.0977 / 2.33
-- stage by stage --
stage          total power, mW  std cells
2_1_floorplan            0.139        412
3_3_place_gp             0.236        939
3_5_place_dp             0.236        939
4_1_cts                  0.335        947
5_1_grt                  0.347        947
6_report                 0.327        947
-- critical path, delay by kind of cell --
family | cells | cell delay (ns)
simple gates | 2 | 1.48
buf+inv | 3 | 1.11
compound gates | 1 | 0.37
-- logic make-up after synthesis --
logic type | count (synthesis) | synth area share
AOI/OAI and AO/OA | 128 | 0.279
muxes | 96 | 0.276
and+or+nand+nor | 107 | 0.157
buffers and inverters | 49 | 0.0629
DFF | 32 | 0.225
-- layout make-up --
type / instances / area [sq um] / area share
sequential: 32 / 821 / 0.114
clock buffer: 8 / 146 / 0.0203
inverter: 2 / 7.51 / 0.00104
tap: 234 / 293 / 0.0405
multi-input combinational: 331 / 2600 / 0.360
timing repair buffer: 340 / 3350 / 0.464
No activity file was given, so power comes from the tool's default toggle rates.
