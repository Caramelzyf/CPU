==> ./design.v <==
`timescale 1ns / 1ps
module MIO_BUS(
    input mem_w,
    input [15:0]  sw_i,                
    input [31:0]  cpu_data_out,        
    input [31:0]  cpu_data_addr,       
    input [31:0]  ram_data_out,        
    output reg [31:0]  cpu_data_in,    
    output reg [31:0]  ram_data_in,    
    output reg [6:0]   ram_addr,       
    output reg [31:0]  cpuseg7_data,   
    output reg ram_we,                 
    output reg seg7_we                 
);
  always @* begin
    ram_addr = 7'h0;
    ram_data_in = 32'h0;
    cpuseg7_data = 32'h0;
    cpu_data_in = 32'h0;
    seg7_we = 0;
    ram_we = 0;
    case(cpu_data_addr[31:0])
      32'hffff0004:  
        cpu_data_in = {16'h0, sw_i};
      32'hffff000c: begin  
        cpuseg7_data = cpu_data_out;
        seg7_we = mem_w;
        end
      default: begin
        ram_addr = cpu_data_addr[8:2];
        ram_data_in = cpu_data_out;
        ram_we = mem_w;
        cpu_data_in = ram_data_out;
      end
    endcase
  end
endmodule
==> ./run.sh <==
#!/bin/bash
# OpenROAD 26Q1-2900-gdf79404cd8, Yosys 0.63+post, stock flow scripts
make -C /OpenROAD-flow-scripts/flow DESIGN_CONFIG=/design/flow/config.mk WORK_HOME=/design/flow/orfs finish
==> ./config.mk <==
export PLATFORM = sky130hd
export DESIGN_NAME = MIO_BUS
export DESIGN_NICKNAME = MIO_BUS
export VERILOG_FILES = /design/flow/design.v
export SDC_FILE = /design/flow/constraint.sdc
export NUM_CORES = 4
export LEC_CHECK = 1
export CORE_AREA = 10 10 92 92
export DIE_AREA = 0 0 102 102
==> ./constraint.sdc <==
current_design MIO_BUS

set clk_period 9.8
set clk_io_pct 0.2

create_clock -name clk0 -period $clk_period

set non_clock_inputs [all_inputs -no_clocks]
set_input_delay [expr $clk_period * $clk_io_pct] -clock clk0 $non_clock_inputs
set_output_delay [expr $clk_period * $clk_io_pct] -clock clk0 [all_outputs]
==> results.yml <==
# physical design summary
outcome:
  status: "finished, final reports clean"
routing:
  drtIter0Drc: 52
  antenna-diode-count: 0
  antenna_left: 0
  drc: 0
  routed_wl_um: 8330
  avgViaCountPerCell: 4.34
  wl_per_cell_um: 18.9
  vias: 1913
  dr.pass1.iters: 4
cells_and_area:
  finalInstanceArea_mm2: 0.00325
  area_growth_pct: 202
  clock_buffers: 0
  drive_gt1_share_pct: 15.4
  seq_area_um2: 0
  seq_cells: 0
yosys:
  top_cell_area_share_pct: 23.0
  top_area_cell: "and3_2"
  yosys_area_mm2: 0.00108
  ys_warn_count: 1
  synth_cells: 167
  yosysUniqueCellTypes: 16
  ys_seq_share_pct: 0
  syn_avg_cell_area_um2: 6.44
  yosysCellCount: 167
  netlist_area_mm2: 0.00108
  ys_top_cells_by_area: "and3_2 23%, and2_1 18%, and2_4 16%, o21ai_0 13%, nand2b_1 9.3%"
floorplanning:
  fp.dieH_um: 102
  core_mm2: 0.00646
  core_util_floorplan_pct: 16.7
  dieWidth_um: 102
  placementRows: 29
  chipArea_mm2: 0.0104
  pin_count: 218
power:
  powerDensity_mw_per_mm2: 28.8
  peakVddDrop_v: 0.0000150
  p_total_mw: 0.0935
  leakagePower_nw: 1.27
final_timing:
  tns_ps: 0
  period_used_pct: 69.2
  timing.fmax_ghz: 0.147
  finalHoldViolations: 0
  period_minus_slack_ps: 6780
  drv_slew: 0
  rsz0062_at_grt: "no"
  tightest_slew_ps: 673
  final-setup-viol-count: 0
  relSlewSlack_pct: 55.0
grt:
  grt_pass1_vias: 2036
  globalRouteTotalUtil_pct: 14.5
  antenna_found_initial: 0
  grt_start_max_net_pins: 68
  grt_first_pass_wirelength_um: 11900
  top_usage_layer: "met2"
  met2_usage_pct: 26.9
  met3_usage_pct: 7.91
  met1_usage_pct: 14.6
  overflow: 0
worst_setup_path:
  start_kind: "input port"
  crit_path_end_kind: "output pin"
  path_cells: "clkdlybuf4s50_1 -> nor4b_1 -> nand4_1 -> or2_4 -> o21ai_0 -> clkdlybuf4s50_1"
  cp_common_cell: "clkdlybuf4s50_1"
  crit_fanout: 67
  cp.arrival_ps: 4820
  slowest_delay_ps: 700
  cp.required_ps: 7840
  slowest_stage: "or2_4"
  crit_type: "input port to output pin"
clock_tree:
  cts_hold_buf: 0
  post-cts-setup-buffers: 0
  cts_resized: 0
worst_hold_path:
  holdPathStages: 2
  hold_path.class: "input port to output pin"
place:
  port_buffers: 218
  globalplace.congestion: 0.820
  placed_cell_area_mm2: 0.00325
  hpwl_um: 7060
run:
  maxCapViolations: 0
  warnings: 32
## layout make-up
class | count | area [µm²]
fill | 619 | 3210
multi-input combinational | 144 | 957
tap | 77 | 96.3
timing repair buffer | 220 | 2200
## path summary, 6_finish.rpt
| kind | slack, ps | to | start |
|---|---|---|---|
| worst max-delay path | 3020 | cpu_data_in[3] | cpu_data_addr[11] |
| worst min-delay path | 4780 | ram_addr[4] | cpu_data_addr[6] |
## where the power goes
| group | leakage [nW] | internal [mW] | total [mW] | switching (mW) |
|---|---|---|---|---|
| clock network | 0 | 0 | 0 | 0 |
| registers | 0 | 0 | 0 | 0 |
| logic | 1.27 | 0.0750 | 0.0935 | 0.0185 |
## placed cells by master, fill, tap and decap left out, drive strengths merged
| master | count |
|---|---|
| clkdlybuf4s50 | 218 |
| and2 | 51 |
| and3 | 33 |
| o21ai | 32 |
| nand2b | 16 |
| nand4 | 4 |
| nor4b | 2 |
| nor4 | 2 |
| buf | 2 |
| nand3 | 1 |
| or4 | 1 |
| or2 | 1 |
| nor2 | 1 |
## synth_stat cells
library cell and number:
nand2b_1 16, o21ai_1 4, buf_6 4, and3_2 33
and2_4 20, or2_4 1, clkbuf_1 17, nor4_1 2
nand3_1 1, and2_1 31, nor4b_1 2, o21ai_0 28
clkbuf_2 2, or4_1 1, nor2_1 1, nand4_1 4
## worst max-delay path, delay by kind of cell
family | cells | cell delay [ps]
AND/OR/NAND/NOR | 3 | 1650
buffers and inverters | 2 | 920
AND-OR/OR-AND | 1 | 270
## cells by family after synthesis
group           count (synthesis)  synth area share, %
simple gates                  112                 74.1
buf+inv                        23                 11.0
compound gates                 32                 14.9
## through the flow
step | util (%) | hold slack [ps] | setup slack, ps | cells
after floorplan | - | 3960 | 4520 | 167
after global placement | 50.3 | 4800 | 3070 | 441
after detailed placement | 50.3 | 4790 | 3030 | 441
after CTS | 50.3 | 4800 | 3020 | 441
after global routing | 50.3 | 4810 | 2720 | 441
final | 50.3 | 4780 | 3020 | 441
## metal layers
layer / vias up / wire [µm]
met2: 139 / 4040
met4: 0 / 68
met3: 4 / 1290
li1: 960 / -
met5: - / 0
met1: 810 / 2930
No activity file was given, so power comes from the tool's default toggle rates.
